==> ./design.v <==
module incubator_control(
    input wire clk,
    input wire rst,
    input wire [7:0] temperature,   
    output reg heater,               
    output reg cooler,               
    output reg fan                   
);
    parameter S1 = 2'b00;  
    parameter S2 = 2'b01;  
    parameter S3 = 2'b10;  
    reg [1:0] state, next_state;
    always @(posedge clk or posedge rst) begin
        if (rst) begin
            state <= S1;  
        end else begin
            state <= next_state;
        end
    end
    always @(*) begin
        case(state)
            S1: begin
                heater = 0;
                cooler = 0;
                fan = 0;
                if (temperature < 25) begin
                    next_state = S3;  
                end else if (temperature > 36) begin
                    next_state = S2;  
                end else begin
                    next_state = S1;  
                end
            end
            S2: begin
                heater = 0;
                cooler = 1;
                fan = 1;
                if (temperature < 25) begin
                    next_state = S3;  
                end else if (temperature >= 36) begin
                    next_state = S2;  
                end else begin
                    next_state = S1;  
                end
            end
            S3: begin
                heater = 1;
                cooler = 0;
                fan = 1;
                if (temperature >= 36) begin
                    next_state = S2;  
                end else if (temperature < 25) begin
                    next_state = S3;  
                end else begin
                    next_state = S1;  
                end
            end
            default: begin
                next_state = S1;  
            end
        endcase
    end
endmodule
==> ./run.sh <==
#!/bin/bash
# OpenROAD 26Q1-2900-gdf79404cd8, Yosys 0.63+post, stock flow scripts
make -C /OpenROAD-flow-scripts/flow DESIGN_CONFIG=/design/flow/config.mk WORK_HOME=/design/flow/orfs finish
==> ./config.mk <==
export PLATFORM = sky130hd
export DESIGN_NAME = incubator_control
export DESIGN_NICKNAME = incubator_control
export VERILOG_FILES = /design/flow/design.v
export SDC_FILE = /design/flow/constraint.sdc
export NUM_CORES = 4
export LEC_CHECK = 1
export CORE_AREA = 10 10 70 70
export DIE_AREA = 0 0 80 80
==> ./constraint.sdc <==
current_design incubator_control

set clk_period 1.2
set clk_io_pct 0.2

create_clock -name clk0 -period $clk_period [get_ports {clk}]

set non_clock_inputs [all_inputs -no_clocks]
set_input_delay [expr $clk_period * $clk_io_pct] -clock clk0 $non_clock_inputs
set_output_delay [expr $clk_period * $clk_io_pct] -clock clk0 [all_outputs]
==> GITHUB_STEP_SUMMARY <==
### Yosys + OpenROAD results

| Metric | Value |
|---|---|
| Vias in the first global route | `slightly above 300` |
| Die Wd | `80 um` |
| Largest net degree at the start of global routing | `5` |
| GP Congestion | `just over 0.7` |
| First-pass DRT Iterations | `2` |
| Worst-path maximum fanout | `2` |
| Routed vias | `251` |
| Max Buffers Root-to-Sink | `2` |
| IO Count | `13` |
| Post-synth EDFFs | `0` |
| Post-synth ARST share | `50.00%` |
| YS chip area | `230.2 um^2` |
| Leak pwr | `0.2348 nW` |
| Mux frac, synth | `0%` |
| Clock share of power | `between 30% and 40%` |
| Core Region | `3416 um^2` |
| Arrival @ worst endpoint | `1220 ps` |
| Die Y | `80 um` |
| Antenna diode count | `0` |
| Endpoints left unconstrained | `6` |
| GR peak layer | `met1` |
| Post-Synthesis Cell Area | `230.2 um^2` |
| Clock slew at reported path FFs | `40 ps` |
| Synth logic family | `AND-OR/OR-AND gates` |
| RSZ-0062 raised after global routing | `false` |
| Max-slew violations | `0` |
| DR WL/cell | `8.489 um` |
| Number of buffers inserted by port buffering | `12` |
| Met2 Use GR | `3.050%` |
| DRT Wirelength | `781 um` |
| Root Buffer | `clkbuf_4` |
| Syn Area/Cell | `10.01 um^2` |
| Adder Area Share | `0%` |
| Number of synthesis warnings | `1` |
| Synth flops | `6` |
| Register pins left without a clock | `3` |
| FF-to-FF path depth | `2` |
| Late-Pin Clk Latency | `230 ps` |
| Post-route DRC | `0` |
| Cell type with the largest total area | `dfrtp_1` |
| Final WS setup | `~77 ps` |
| Gr usage total | `2.691%` |
| Area fraction in and, or, nand and nor cells | `17.93%` |
| Area leader share | `between 20% and 30%` |
| Comb pwr share | `26.9%` |
| Startpoint class of the critical path | `primary input` |
| Min Tclk post-route | `1123 ps` |
| Endpoints failing hold | `0` |
| Total of max-cap violations | `0` |
| Fin Clk Skew | `~0.72 ps` |
| Worst Path Required | `approximately 1300 ps` |
| Placed inst area | `460.4 um^2` |
| Least-Margin Pin Slew | `251.1 ps` |
| Met1 Resource Use GR | `3.741%` |
| Net Sw Frac | `about a quarter` |
| Critical path class | `in2reg` |
| GR Layer Usage met3 | `between 2 and 2.5%` |
| PD cells | `843.3 nW/um^2` |
| FMAX | `around 0.89 GHz` |
| Dominant flop cell | `dlxtn_1` |
| Share of cells above drive strength 1 | `between 30% and 40%` |
| Setup-failing EPs final | `0` |
| Synthesis-to-layout area growth | `127.2%` |
| Yosys xor share | `0%` |
| Top cells by count | `4 x nor2_1, 3 x dlxtn_1, 2 x dfrtp_1, 2 x inv_1` |
| AND-OR/OR-AND Cells, Area Fraction | `about a quarter` |
| Most frequent cell after synthesis | `nor2_1` |
| Initial antenna violation count | `0` |
| Largest cells by area | `dfrtp_1 22%, dlxtn_1 20%, dfstp_2 11%, o41ai_2 7.1%, nor2_1 6.5%` |
| Distinct lib cells | `16` |
| CTS tree | `built` |
| Ys cells | `23` |
| Sequential Power Share | `~33%` |
| Rows | `21` |
| Drt initial violations | `5` |
| Antenna Nets Post-Route | `0` |
| Pre-CTS setup slack | `-474.9 ps` |
| Die area | `between 6000 and 7000 um^2` |
| Hold Path Class | `in2async` |
| GR Overflow Total | `0` |
| Status | `complete, no violations` |
| Syn Inst Count | `23` |
| Worst slew margin | `~83%` |
| Net Switching | `0.0001128 W` |
| DR vias/cell | `between 2 and 3` |
| DP HPWL | `approximately 650 um` |
| Tool warnings | `26` |
| Worst setup EP type | `flop` |
| First-pass GRT wire length | `1400 um` |
| FP Core Util | `6.740%` |
| Pint | `0.0003283 W` |
| H-tree depth | `1` |
| Final Cycle Share | `a little over nine tenths` |
| Number of fill cells | `402` |
| CTS buffer count | `3` |
| Peak supply drop | `183.8 uV` |
| Design Area, Final | `approximately 520 um^2` |
-- registers in the layout (all words and copies together), names as in the netlist --
register / flops
cooler: 1
state: 3
heater: 1
fan: 1
-- metrics by stage --
stage / TNS [ps] / util (%) / hold WS, ps / total power, W / instances
finish: 0 / 15.31 / 187.6 / 0.0004411 / 92
CTS: -62.21 / 14.14 / 183.8 / 0.0004390 / 92
global placement: -1001 / 13.48 / 417.0 / 0.0002526 / 88
detailed placement: -1138 / 13.48 / 427.6 / 0.0002580 / 88
global route: 0 / 15.31 / 205.0 / 0.0004742 / 92
floorplan: 0 / - / -7.082 / 0.0001775 / 23
-- power groups by stage --
stage / Combinational (W) / Clock, W / Sequential [W]
5_1_grt: 0.000133 / 0.000191 / 0.000150
4_1_cts: 0.000108 / 0.000185 / 0.000146
6_report: 0.000118 / 0.000176 / 0.000147
-- routing by layer --
layer / vias up / share of wire (%) / wire length (um)
li1: 132 / - / -
met4: 0 / 0 / 0
met1: 106 / 58 / 453
met3: 0 / 13 / 104
met5: - / 0 / 0
met2: 13 / 29 / 223
-- final cells by class --
| class | instances | area (um^2) | area share (%) |
|---|---|---|---|
| multi-input combinational | 15 | 137.6 | 26.32 |
| tap | 46 | 57.56 | 11.00 |
| timing repair buffer | 19 | 172.7 | 33.01 |
| clock buffer | 4 | 26.28 | 5.024 |
| inverter | 2 | 7.507 | 1.435 |
| sequential | 6 | 121.4 | 23.21 |
-- worst paths after layout --
kind | start | to | slack, ps
max in group asynchronous | rst | state[0] | 800
min | rst | state[1] | 190
min reg2reg | state[0] | state[2] | 540
min in group clk0 | temperature[7] | state[1] | 290
max | temperature[6] | state[2] | 80
max reg2reg | state[0] | state[0] | 290
-- kinds of logic after synthesis --
family / Yosys count
AND/OR/NAND/NOR: 8
AND-OR/OR-AND: 7
flip-flops: 3
latches: 3
buffers and inverters: 2
-- repair_timing --
item                                    CTS  global route
hold buffers                              0             0
setup buffers                             0             0
endpoints found under the setup margin    3             3
resized                                  13             8
pin swaps                                 3             3
cloned                                    0             0
-- critical path, stage by stage --
cell             delay [ps]
clkdlybuf4s15_1         180
or4_4                   490
o41ai_4                 220
a22oi_2                  90
-- placed cells by master (no fill, tap or decap) --
cell             instances
buf_4                    7
nor2_1                   4
clkdlybuf4s50_1          4
dlymetal6s2s_1           4
clkbuf_4                 3
dlxtn_1                  3
inv_1                    2
buf_2                    2
clkdlybuf4s15_1          2
dfrtp_1                  2
nand2_1                  1
o21ai_0                  1
o2111ai_1                1
o31ai_2                  1
nand3_1                  1
o311a_1                  1
nor4_4                   1
a21oi_1                  1
or4_4                    1
o41ai_4                  1
a22oi_2                  1
clkbuf_1                 1
dfstp_2                  1
No activity file was given, so power comes from the tool's default toggle rates.
