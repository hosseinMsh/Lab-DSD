## ./run.sh

```bash
#!/bin/bash
# OpenROAD 26Q1-2900-gdf79404cd8, Yosys 0.63+post, stock flow scripts
make -C /OpenROAD-flow-scripts/flow DESIGN_CONFIG=/design/flow/config.mk WORK_HOME=/design/flow/orfs finish
```

## ./config.mk

```make
export PLATFORM = sky130hd
export DESIGN_NAME = TemperatureControl
export DESIGN_NICKNAME = TemperatureControl
export VERILOG_FILES = /design/flow/design.v
export SDC_FILE = /design/flow/constraint.sdc
export NUM_CORES = 4
export LEC_CHECK = 1
export CORE_AREA = 10 10 85 85
export DIE_AREA = 0 0 95 95
```

## ./constraint.sdc

```tcl
current_design TemperatureControl

set clk_period 1.8
set clk_io_pct 0.2

create_clock -name clk0 -period $clk_period [get_ports {clk}]

set non_clock_inputs [all_inputs -no_clocks]
set_input_delay [expr $clk_period * $clk_io_pct] -clock clk0 $non_clock_inputs
set_output_delay [expr $clk_period * $clk_io_pct] -clock clk0 [all_outputs]
```

## ./design.v

```verilog
module TemperatureControl(
    input wire clk,
    input wire reset,
    input wire signed [7:0] temperature,
    output reg heater,
    output reg cooler,
    output reg [3:0] crs
);
  parameter  S1 = 2'b00;  
  parameter  S2 = 2'b01;  
  parameter  S3 = 2'b10;  
  reg [1:0]  current_state, next_state;
always @(posedge clk or posedge reset) begin
    if (reset) begin
        current_state = S1;
        cooler = 0;
        heater = 0;
        crs = 0;
    end else begin
        current_state = next_state; 
    heater = 0; 
    cooler = 0;
    next_state = current_state;
    case (current_state)
        S1: begin
            crs = 0;
            if (temperature < 15) begin
                heater = 1;
                next_state = S3;
            end else if (temperature > 35) begin
                cooler = 1;
                next_state = S2;
            end
        end
        S2: begin
            if (temperature < 25) begin
                next_state = S1;
					crs = 0;
            end else begin 
                cooler = 1;
					if (crs == 0) begin
                        if (temperature > 35) begin
                            crs = 4;
                        end
                    end
                    else if (crs == 4) begin
                        if (temperature > 40) begin
                            crs = 6;
                        end else if (temperature < 25) begin
                            crs = 0;
                        end
                    end
                    else if (crs == 6) begin
                        if (temperature > 45) begin
                            crs = 8;
                        end else if (temperature < 35) begin
                            crs = 4;
                        end
                    end
                    else if (crs == 8) begin
                        if (temperature < 40) begin
                            crs = 6;
                        end
                    end
            end
        end
        S3: begin
            crs = 0;
            if (temperature > 30) begin
                next_state = S1;
            end else begin
                heater = 1;
                next_state = S3;
            end
        end
        default: next_state = S1;
    endcase
    end
end
endmodule
```

==> Table 3: Implementation characteristics <==
Characteristics after synthesis and place and route

Parameter                              Value

Worst setup path
  Critical-path maximum fanout    3
  CP Data Required Time    a little under 2000 ps
  Critical path's largest stage delay    approximately 400 ps
  Critical Path Sink Type    register
  Slowest-stage cell, CP    or3_4
  Cells traversed along the worst timing path    dlygate4sd2_1, or3_4, o311ai_4, nand2_1, and3b_1, nor4_2
  Worst path arrival time    1860 ps
  Startpoint Class    primary input
  Start-to-end type of the worst setup path    in2reg

Logic synthesis
  Tally of unique sky130hd cells used after synthesis    39
  Warning count from the yosys run    1
  Registers, synthesis    8
  Post-synth tally of flip-flops with integrated enable    0
  Ys cells    around 76
  Sequential-to-total area share from yosys stat    0.293
  Synthesized cell area    632 µm²
  Fraction of synthesis flops using an asynchronous set or reset pin    0.625
  Gate count after technology mapping    between 70 and 80
  Area of the synthesized netlist per yosys stat    around 630 µm²
  Dominant Register Cell    dfrtp_1
  Synthesized area per cell    8.31 µm²

CTS
  Number of clock sinks seen by CTS    8
  Max Buffers Root-to-Sink    2
  Clk Tree Root Cell    clkbuf_8
  Inserted Clock Buffers    3
  Post-CTS setup buffers    0
  H-tree depth    1
  Clock insertion delay at the later pin of the skew report    ~230 ps
  CTS tree    built
  Post-cts hold-fix buffer tally    0
  Clk pin slew, worst setup/hold paths    roughly 40 ps

GRT
  GR Overflow Total    0
  Via count of the first global-routing pass    667
  GRT Total Usage    0.0420
  First-pass GRT wire length    around 3200 µm
  Number of antenna violations at the first check in global routing    0
  Maximum number of pins on one net before global-route repair    9

Layout
  Most numerous logic cells after layout    buf_4 (12), nand2_1 (8), o21ai_0 (7), clkdlybuf4s50_1 (7), dlygate4sd2_1 (6)
  Synth-to-layout area growth    61.6%
  Layout cells sized above 1    0.279
  Finished Layout Cells    176
  Number of inserted filler cells in the final layout    slightly above 600
  Top cell excl fill/tap    buf_4

Placed design
  # placed instances    approximately 170
  Detailed Place HPWL    approximately 1500 µm
  Routability Congestion    0.874
  Input/output buffers    14

Floorplan
  Number of rows in the core area    27
  Core Area    between 0.005 and 0.006 mm²
  Area of the die    ~0.0090 mm²
  Die Wd    95 µm
  Fp_density    0.115
  Die height    around 95 µm
  Number of top-level pins    16

Job
  Number of logged tool warnings    25
  Max-capacitance violation count    0

Detailed routing
  Mean routed wirelength per cell    10.3 µm
  Antenna cell count    0
  Overall via count from detail_route    around 670
  Number of design-rule violations left by the first detailed-router iteration    41
  Via count normalized by instance count    approximately 3.8
  Wirelength, routed    about 1800 µm
  Number of iterations in the first detailed-routing pass    4
  Count of unresolved DRC violations after routing    0
  Remaining antenna violation count    0

Final timing
  Clock period minus worst slack    roughly 1700 ps
  Count of final hold-check violations    0
  Worst setup skew after layout    between 4 and 5 ps
  Final setup viols    0
  Number of max-slew violations in the final report    0
  Final worst-path cycle share    0.960
  Max Freq    ~580 MHz

Power and ir drop
  Power density over the cells    977 mW/mm²
  Total power    around 1000 µW
  Leakage    0.397 nW
  Peak supply drop    0.247 mV

Min path
  Min-delay worst type    in2async

Run status
  Result of the run    finished clean
==> report_power, final <==
part           switching, mW  internal (mW)  total (mW)
clock network         0.0678          0.153       0.221
registers              0.116          0.247       0.362
logic                  0.176          0.238       0.414
==> worst max-delay path, delay by kind of cell <==
family	cells	cell delay, ps
buf+inv	1	250
compound gates	1	300
simple gates	4	950
==> final timing paths <==
| check | cells after the start | from | end | slack (ps) |
|---|---|---|---|---|
| worst max-delay path | 6 | temperature[3] | crs[1]$_DFFE_PP0P_ | 70 |
| worst min-delay path | 2 | reset | cooler$_DFF_PP0_ | 500 |
| worst max register to register | 5 | next_state[2]$_DFF_P_ | crs[1]$_DFFE_PP0P_ | 180 |
| worst min register to register | 2 | next_state[0]$_DFF_P_ | heater$_DFF_PP0_ | 520 |
| max in group asynchronous | 2 | reset | heater$_DFF_PP0_ | 1120 |
| min in group clk0 | 2 | next_state[0]$_DFF_P_ | heater$_DFF_PP0_ | 520 |
==> through the flow <==
stage                     setup TNS, ps  area, µm²  setup slack (ps)  hold slack [ps]  utilization
after global placement            -1170        941              -342              504        0.172
final                                 0       1020              71.7              497        0.187
after floorplan                       0        632               228              147            -
after detailed placement          -1090        941              -353              508        0.172
after global routing              -6.34       1020             -6.34              532        0.187
after CTS                             0       1000              33.0              507        0.184
==> cell usage after synthesis (2+ instances only) <==
cell type	count	area, µm²
nand2_1	8	30.0
dfxtp_1	3	60.1
o21bai_1	2	15.0
o21ai_1	2	10.0
nor2_1	5	18.8
o21ai_0	7	35.0
a41oi_1	2	17.5
nor3b_1	2	15.0
nor3_1	4	20.0
inv_1	4	15.0
o21a_1	2	15.0
dfrtp_1	5	125
nand4_1	2	12.5
or3_4	2	22.5
a211oi_1	2	15.0
==> cells by family (layout without fill, tap and decap cells) <==
logic type / after synthesis / in the layout / synth area share
compound gates: 30 / 30 / 0.372
flops: 8 / 8 / 0.293
other cells: 1 / 1 / 0.00593
simple gates: 31 / 31 / 0.287
buf+inv: 6 / 34 / 0.0416
==> flip-flops by register name, indices dropped and copies added (netlist names) <==
register	flops
crs	3
heater	1
cooler	1
next_state	3
==> metal layers <==
| metal | up-vias | GRT usage | routed length [µm] |
|---|---|---|---|
| li1 | 352 | - | - |
| met1 | 301 | 0.0642 | 963 |
| met2 | 14 | 0.0595 | 744 |
| met3 | 2 | 0.00561 | 59 |
| met4 | 0 | 0.0125 | 41 |
| met5 | - | 0 | 0 |
==> timing repair <==
item                       4_1_cts  5_1_grt
setup endpoints to repair        2        2
pin swaps                        4        2
resized                         11        3
==> cell type report <==
| type | count | area, µm² | area share |
|---|---|---|---|
| repair buffers | 26 | 225 | 0.221 |
| flip-flops and latches | 8 | 185 | 0.181 |
| clock buffers | 4 | 45.0 | 0.0441 |
| well taps | 72 | 90.1 | 0.0882 |
| multi-input cells | 62 | 460 | 0.451 |
| inverters | 4 | 15.0 | 0.0147 |
Power and IR drop assume default switching activity.
