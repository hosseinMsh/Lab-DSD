===== design.v =====
module uart_rx (
    input wire clk,
    input wire rst,
    input wire rx,
    output reg [6:0] data_out,
    output reg ready,
    output reg error
);
    parameter CLK_PER_BIT = 434;
    reg [3:0] bit_cnt;
    reg [9:0] shift_reg;
    reg [15:0] clk_cnt;
    reg receiving;
    always @(posedge clk or posedge rst) begin
        if (rst) begin
            receiving <= 0;
            bit_cnt <= 0;
            clk_cnt <= 0;
            ready <= 0;
            error <= 0;
        end else begin
            ready <= 0;
            if (!receiving && rx == 0) begin
                receiving <= 1;
                clk_cnt <= CLK_PER_BIT / 2;
                bit_cnt <= 0;
            end else if (receiving) begin
                if (clk_cnt == CLK_PER_BIT - 1) begin
                    clk_cnt <= 0;
                    shift_reg <= {rx, shift_reg[9:1]};
                    bit_cnt <= bit_cnt + 1;
                    if (bit_cnt == 10) begin
                        receiving <= 0;
                        data_out <= shift_reg[7:1];
                        error <= (^shift_reg[7:1] != shift_reg[8]);  
                        ready <= 1;
                    end
                end else clk_cnt <= clk_cnt + 1;
            end
        end
    end
endmodule
module uart_top (
    input wire clk_50,            
    input wire rst,               
    input wire btn_send,          
    input wire [6:0] sw_data,     
    input wire rx,                
    output wire tx,               
    output wire [6:0] leds,       
    output wire led_error         
);
    reg [2:0] btn_sync = 0;
    always @(posedge clk_50)
        btn_sync <= {btn_sync[1:0], btn_send};
    wire btn_rise = (btn_sync[2:1] == 2'b01);
    reg start_tx = 0;
    reg [6:0] tx_data = 0;
    wire tx_busy;
    uart_tx tx_inst (
        .clk(clk_50),
        .rst(rst),
        .start(start_tx),
        .data(tx_data),
        .tx(tx),
        .busy(tx_busy)
    );
    always @(posedge clk_50) begin
        start_tx <= 0;
        if (btn_rise && !tx_busy) begin
            tx_data <= sw_data;
            start_tx <= 1;
        end
    end
    wire [6:0] rx_data;
    wire rx_ready;
    wire rx_error;
    uart_rx rx_inst (
        .clk(clk_50),
        .rst(rst),
        .rx(rx),
        .data_out(rx_data),
        .ready(rx_ready),
        .error(rx_error)
    );
    assign leds = rx_data;
    assign led_error = rx_error;
endmodule
module uart_tx (
    input wire clk,
    input wire rst,
    input wire start,              
    input wire [6:0] data,         
    output reg tx,                 
    output reg busy                
);
    reg [9:0] shift_reg;
    reg [3:0] bit_cnt;
    reg [15:0] clk_cnt;
    parameter CLK_PER_BIT = 434;   
    function parity_bit;
        input [6:0] d;
        parity_bit = ^d;  
    endfunction
    always @(posedge clk or posedge rst) begin
        if (rst) begin
            tx <= 1'b1;
            busy <= 0;
            bit_cnt <= 0;
            clk_cnt <= 0;
        end else if (start && !busy) begin
            shift_reg <= {1'b1, parity_bit(data), data, 1'b0};  
            busy <= 1;
            bit_cnt <= 0;
            clk_cnt <= 0;
        end else if (busy) begin
            if (clk_cnt == CLK_PER_BIT - 1) begin
                clk_cnt <= 0;
                tx <= shift_reg[0];
                shift_reg <= shift_reg >> 1;
                bit_cnt <= bit_cnt + 1;
                if (bit_cnt == 9) busy <= 0;
            end else clk_cnt <= clk_cnt + 1;
        end
    end
endmodule

===== run.sh =====
#!/bin/bash
# OpenROAD 26Q1-2900-gdf79404cd8, Yosys 0.63+post, stock flow scripts
make -C /OpenROAD-flow-scripts/flow DESIGN_CONFIG=/design/flow/config.mk WORK_HOME=/design/flow/orfs finish

===== constraint.sdc =====
current_design uart_top

set clk_period 2.5
set clk_io_pct 0.2

create_clock -name clk0 -period $clk_period [get_ports {clk_50}]

set non_clock_inputs [all_inputs -no_clocks]
set_input_delay [expr $clk_period * $clk_io_pct] -clock clk0 $non_clock_inputs
set_output_delay [expr $clk_period * $clk_io_pct] -clock clk0 [all_outputs]

===== config.mk =====
export PLATFORM = sky130hd
export DESIGN_NAME = uart_top
export DESIGN_NICKNAME = uart_top
export VERILOG_FILES = /design/flow/design.v
export SDC_FILE = /design/flow/constraint.sdc
export NUM_CORES = 4
export LEC_CHECK = 1
export CORE_UTILIZATION = 40

==> results.tsv <==
metric	value	unit
Init Core Util	0.4111	
Cells after Synth	320	
Setup TNS	0	ps
run status	finished clean	
Avg Synthesized Cell Area	11.87	um^2
I/O Buffers	19	
Pwr Density	745.6	nW/um^2
Finished Core Util	0.4729	
Yosys top cell by instances	dfrtp_1	
critical path arrival	2310	ps
via count	2542	
Top-area cell share	0.2833	
Leak	0.001687	uW
Post-DP HPWL	4510	um
Setup Viol. Count Final	0	
via density per instance	5.274	
r2r setup slk	250	ps
worst hold-check path type	reg2reg	
R2R cell count	7	
Yosys chip area	3799	um^2
Worst-Margin Slew	610.5	ps
die height	99.45	um
Boundary Pins	20	
Initial DRT Pass Iterations	6	
FF-to-FF Start	tx_inst.clk_cnt[1]	
Cell Type Count	58	
Synthesized registers	81	
CTS tree	built	
Min Clock Period, post-route	2251	ps
H-tree Lvls	3	
tool warnings	29	
Worst Setup End Kind	flop	
top cells by count	43 x dfrtp_1, 33 x edfxtp_1, 22 x nor2_1	
core box area	9240	um^2
GRT overflow	0	
initial antenna violation count	0	
CTS-repair resized insts	0	
chip area	9890	um^2
die width	99.45	um
kind of critical path	reg2reg	
root buf cell	clkbuf_8	
Fin Clk Skew	4.856	ps
vias in the first global route	2448	
# Post-CTS Setup Buffers	0	
Post-synth area hogs	dfrtp_1 28%, edfxtp_1 26%, xnor2_1 4.4%	
largest net degree at the start of global routing	45	
GRT Util Overall	0.1520	
final hold vios	0	
drt initial violations	116	
WL/cell	13.87	um
gpl congestion	0.8437	
DRC Markers	0	
Max FO, Critical Path	10	
Post-synth seq share	0.5721	
post-synth top area cell	dfrtp_1	
WL final	6687	um
CTS Buffer Depth	2	
Fmax	444.3	MHz
number of flops mapped to enable cells by yosys	33	
TritonCTS Buffers	9	
hold path depth	0	
critical path required time	2560	ps
main flop type	dfrtp_1	
Antenna diodes	0	
cell area after synthesis	3799	um^2
WHS	335.5	ps
asr flop ratio synth	0.5432	
Worst Hold Endpoint	btn_sync[1]	
# Cells Yosys	320	
Max Cap Violations	0	
clock slew at reported path FFs	80	ps
clock latency (worst-skew pair)	350	ps
RR Endpoint	tx_inst.shift_reg[4]	
row count	35	
Worst Setup Start Kind	flop	
Setup WS pre-CTS	247.9	ps
ANT nets after route	0	
first-pass GRT wire length	11530	um
synth warn	3	
layout cell share with drive strength beyond 1	0.1473	
RSZ-0062 raised after global routing	no	
hold wc startpoint	btn_sync[0]	
Layout area overhead	15.02	%
overall power	3258	uW
relative slew slack	0.5930	
setup ws final	249.1	ps
clk sinks	81	
hold buffer count at CTS	0	
fin. max-slew vios	0	
maximum vdd ir drop	512.7	uV
Period Utilization, post-route	0.9003	
layer usage:
metal | vias to the layer above | part of all wire | routed length (um) | global-route usage
met5 | - | 0 | 0 | 0
met4 | 0 | 0.011 | 75 | 0.02262
met3 | 7 | 0.051 | 340 | 0.05004
met2 | 58 | 0.44 | 2962 | 0.2131
met1 | 1224 | 0.49 | 3309 | 0.2483
li1 | 1253 | - | - | -
cells in the final DEF, fill, tap and decap left out, types with 3 or more instances in the layout:
| cell type | synthesis | final |
|---|---|---|
| nor4_1 | 7 | 7 |
| edfxtp_1 | 33 | 33 |
| nand3_1 | 16 | 16 |
| a41oi_1 | 4 | 4 |
| dfxtp_1 | 4 | 4 |
| nand2b_1 | 3 | 3 |
| a21oi_1 | 5 | 4 |
| a21o_1 | 4 | 4 |
| xnor2_1 | 19 | 19 |
| ha_1 | 8 | 8 |
| and2_1 | 4 | 4 |
| o211ai_1 | 4 | 4 |
| xor2_1 | 7 | 7 |
| clkdlybuf4s50_1 | 0 | 19 |
| nor3b_1 | 4 | 4 |
| nand4_1 | 9 | 9 |
| or4_1 | 4 | 4 |
| mux2_2 | 8 | 8 |
| and3_1 | 4 | 4 |
| clkbuf_8 | 0 | 9 |
| nand2_1 | 17 | 17 |
| inv_1 | 9 | 8 |
| nor2_1 | 22 | 22 |
| buf_4 | 0 | 10 |
| nor3_1 | 4 | 4 |
| dfrtp_1 | 43 | 43 |
| nor2b_1 | 5 | 5 |
| o21ai_0 | 13 | 13 |
| a31oi_1 | 12 | 12 |
worst max path at each step:
| stage | start | endpoint | slack, ps | cells past startpoint |
|---|---|---|---|---|
| 5_1_grt | rx_inst.clk_cnt[1] | rx_inst.shift_reg[3] | 70 | 8 |
| 6_report | tx_inst.clk_cnt[1] | tx_inst.shift_reg[4] | 250 | 7 |
| 4_1_cts | rx_inst.clk_cnt[1] | rx_inst.data_out[0] | 240 | 6 |
cell families (layout without fill, tap and decap cells):
kind of cell | Yosys count | count (layout) | share of synthesized area
compound gates | 63 | 63 | 0.1212
simple gates | 110 | 110 | 0.1650
fa+ha+maj | 8 | 8 | 0.02635
flops | 81 | 81 | 0.5721
xor+xnor | 26 | 26 | 0.05995
buf+inv | 21 | 54 | 0.02339
mux | 11 | 11 | 0.03195
metrics by stage:
step           area, um^2  std cells
2_1_floorplan        3802        320
3_3_place_gp         4174        466
3_5_place_dp         4174        466
4_1_cts              4369        482
5_1_grt              4369        482
6_report             4369        482
critical path, stage by stage (launching register included):
cell and delay [ps]:
dfrtp_1 410, inv_1 80, ha_1 130, or3b_2 500
nor4_4 350, nand2_1 130, a21oi_2 150, buf_4 190
report_power, final:
group / switching (uW) / internal (uW) / leakage [uW]
registers: 257 / 1550 / 0.000878
clock network: 469 / 459 / 0.0000929
logic: 270 / 254 / 0.000716
layout make-up:
cell class	instances	area, um^2
clock buffers	9	123.9
clock inverters	7	71.32
fillers	809	4871
inverters	9	33.78
multi-input cells	218	1540
flip-flops and latches	81	2173
well taps	129	161.4
repair buffers	29	265.3
Power figures rest on the tool's default switching activity, not on a simulated workload.
